$ cat flow/config.mk
export PLATFORM = sky130hd
export DESIGN_NAME = Counter_circle
export DESIGN_NICKNAME = Counter_circle
export VERILOG_FILES = /design/flow/design.v
export SDC_FILE = /design/flow/constraint.sdc
export NUM_CORES = 4
export LEC_CHECK = 1
export CORE_UTILIZATION = 40
$ cat flow/constraint.sdc
current_design Counter_circle

set clk_period 6.7
set clk_io_pct 0.2

create_clock -name clk0 -period $clk_period [get_ports {clk}]

set non_clock_inputs [all_inputs -no_clocks]
set_input_delay [expr $clk_period * $clk_io_pct] -clock clk0 $non_clock_inputs
set_output_delay [expr $clk_period * $clk_io_pct] -clock clk0 [all_outputs]
$ cat flow/design.v
`timescale 1ns / 1ps
module Counter_circle(clk, clr, branch, jmp, Syscall, R1, Count_cycle, CountB, CountJ);
    input clk, clr, branch, jmp, Syscall;
    input [31:0]R1;
    output wire[31:0]Count_cycle, CountB, CountJ;
    wire running;
    assign running = (Syscall & (R1 == 34))|(~Syscall);
    Counter branch_c(branch, clk, clr, CountB);
    Counter jmp_c(jmp, clk, clr, CountJ);
    Counter all(running, clk, clr, Count_cycle);
endmodule
module Counter(running, clk, clr, count);
    input running,clk,clr;
    output reg [31:0] count;
    initial begin
        count = 0;
    end
    always @(posedge clk) begin
     if(clr) count=0;
      else  if(running) count=count+1;
    end
endmodule
$ cat flow/run.sh
#!/bin/bash
# OpenROAD 26Q1-2900-gdf79404cd8, Yosys 0.63+post, stock flow scripts
make -C /OpenROAD-flow-scripts/flow DESIGN_CONFIG=/design/flow/config.mk WORK_HOME=/design/flow/orfs finish
==> metrics.yaml <==
run_status:
  outcome: "completed"
routing:
  totalWireLength_mm: 10.7
  antenna_cells: 0
  postRouteAntennaNets: 0
  route.vias.total: 4227
  wl_per_cell_um: 13.6
  viasPerCell: 5.38
  drc: 0
  firstDrtPassIters: 4
  drt_iter0_drc: 119
clock_tree:
  clkSinkCount: 96
  cts_tree: "built"
  clk_pin_slew_ps: 90
  cts_max_level: 3
  clockBufferDepth: 2
  cts_root_buf: "clkbuf_8"
  cts_hold_buffers: 0
  clkLatencyLatePin_ps: 380
  post-cts-setup-buffer-count: 0
  cts_buffers: 9
  cts-resized-gates: 0
worst_setup_path:
  r2r_setup_slack_ps: 4340
  crit_family: "simple AND/OR/NAND/NOR gates"
  critPathBufInv: 1
  crit_arrival_ps: 3400
  cp.depth: 6
  start_kind: "input port"
  required_ps: 6950
  cp_cell_sequence: "clkdlybuf4s50_1 > nand4_1 > nor4_1 > nand3_1 > xor2_1 > nor2_1"
  r2r_cells: 5
  crit_path_max_incr_delay_ps: 670
  endpoint_kind: "register"
  setup.worst_path.start: "jmp"
  r2r-end: "all.count[27]"
  crit_slowest_cell: "clkdlybuf4s50_1"
  crit_fanout: 10
  critical_path_class: "input port to register"
  r2r-start: "all.count[5]"
floorplan:
  io_pins: 133
  coreArea_mm2: 0.0109
  die_w_um: 108
  die_h_um: 108
  die_area_mm2: 0.0116
  fp_util_pct: 41.2
  rows: 38
final_layout:
  logic_area_mm2: 0.00242
  seq_area_mm2: 0.00192
  nFillCells: 978
  area_growth_syn_to_layout_pct: 35.8
  drive_gt1_share_pct: 3.87
  fin_cells: 786
synth:
  yosys.area_share.aoi_pct: 9.13
  yosys_cells: 523
  avgSynthCellArea_um2: 8.57
  mux_area_share_pct: 0.670
  top_area_share_pct: 42.9
  yosysTopAreaCell: "dfxtp_1"
  most_common_cell: "dfxtp_1"
  synth_chip_area_mm2: 0.00448
  yosys.area_share.adder_pct: 0.838
  synth.cellmix.simpleShare_pct: 31.8
  edf_count: 0
  ys_top_cells_by_area: "dfxtp_1 43%, xor2_1 9.6%, nand4_1 6.4%"
  syn-cell-area_mm2: 0.00448
  synthXorXnorAreaFrac_pct: 11.5
  synthDistinctLibCells: 31
  ys_seq_share_pct: 42.9
  yosysWarnings: 1
  top_cells_by_count: "96 x dfxtp_1, 76 x nor2_1, 49 x xor2_1"
  syn_inst: 523
  synth.logic.top_family: "simple AND/OR/NAND/NOR gates"
  ys_seq_elements: 96
  synthFlopType: "dfxtp_1"
  synthArstFlopShare_pct: 0
power_and_ir_drop:
  peakVddDrop_v: 0.000129
  leakagePower_nw: 1.98
  combinationalPowerShare_pct: 5.2
  switching_share_pct: 23.5
  internal-power_w: 0.000788
  power_density_mw_per_mm2: 169
  power_frac_seq_pct: 56.3
  power.switching_w: 0.000243
  power_frac_clock_pct: 38.5
min_path:
  hold_path_class: "register to register"
  min_from: "all.count[31]"
  worstHoldPathCells: 2
  min_to: "all.count[31]"
global_route:
  track_usage_pct: 18.9
  antenna_found_initial: 0
  grt_pass1_wl_mm: 17.5
  grt_overflow: 0
  grt_max_degree: 63
  grt_pass1_vias: 3810
sta:
  slew_viol_final: 0
  setup_viol: 0
  fmax_ghz: 0.317
  finalHoldViolations: 0
  tightest_slew_ps: 812
  fin_crit_sh_pct: 47.0
  max_slew_margin_pct: 45.8
  grt_setup_unrepaired: "no"
  fin_setup_tns_ps: 0
  min_period_ps: 3150
  clock_skew_ps: 9.84
placed_design:
  io_buffers: 132
  dp.cells: 770
  gp_congestion: 0.797
  hpwl_mm: 7.19
run:
  cap_violations: 0
  warnings: 25
worst register-to-register path, cell delays in order, from the launching register on:
cell and delay [ps]:
dfxtp_1 500, nand4_4 170, nor4_4 360, nand4_2 470, or4_1 630, a21oi_1 150
power groups by stage:
stage	clock network, W	logic [W]	registers (W)
finish	0.000397	0.0000538	0.000580
CTS	0.000411	0.0000547	0.000580
global route	0.000429	0.0000597	0.000581
placed cells by master (no fill, tap or decap), types with 6 or more instances in the layout:
cell type / count
nand3_1: 33
nor3_1: 6
clkbuf_8: 10
nor2_1: 76
o31ai_1: 20
or3_1: 11
and3_1: 13
nand4_1: 46
and4_1: 7
a21oi_1: 34
xnor2_1: 10
xor2_1: 49
nor4_1: 9
o21ai_0: 11
clkdlybuf4s50_1: 131
nand2_1: 26
or4_1: 20
dfxtp_1: 96
stage by stage:
stage / power (W) / hold WS [ps] / setup slack, ps / utilization (%) / area, µm²
3_5_place_dp: 0.000648 / 475 / 3150 / 54.0 / 5880
2_1_floorplan: 0.000614 / 439 / 3810 / - / 4480
5_1_grt: 0.00107 / 520 / 3390 / 55.9 / 6090
3_3_place_gp: 0.000647 / 458 / 3100 / 54.0 / 5880
4_1_cts: 0.00105 / 489 / 3560 / 55.9 / 6090
6_report: 0.00103 / 491 / 3550 / 55.9 / 6090
routing by layer:
layer	global-route usage [%]	vias up	part of all wire, %
li1	-	2145	-
met1	28.5	1941	48
met2	29.3	129	43
met3	3.83	12	7.2
met4	2.94	0	1.8
met5	0	-	0
cell type report:
cell class	count	share of cell area (%)
inverters	5	0.308
repair buffers	136	22.1
flip-flops and latches	96	31.6
multi-input cells	393	39.7
well taps	140	2.88
clock inverters	6	1.13
clock buffers	10	2.26
kinds of logic after synthesis:
| group | after synthesis |
|---|---|
| adder cells (fa/ha/maj) | 3 |
| XOR/XNOR | 59 |
| multiplexers | 3 |
| buffers and inverters | 34 |
| AND/OR/NAND/NOR | 259 |
| AND-OR/OR-AND | 69 |
| flip-flops | 96 |
state kept, by name, summed over array words and instances (netlist names):
signal          count
all.count          32
branch_c.count     32
jmp_c.count        32
worst max-delay path by stage:
stage / to / slack (ps)
final: jmp_c.count[17] / 3550
after global routing: jmp_c.count[17] / 3390
after CTS: jmp_c.count[17] / 3560
Power is estimated from default activity; no workload was simulated.
