<file path="flow/design.v">
`timescale 1ns / 1ps
module RegFile(
	input [4:0] R1_num,
	input [4:0] R2_num,  
	input [4:0] W_num,  
	input [31:0] Din,  
	input WE,  
	input clk,  
	output [31:0] R1_data,  
	output [31:0] R2_data  
    );
reg [31:0]Reg[31:0];  
integer i;
initial begin
  	for (i = 0; i<32 ; i = i+1)
  		Reg[i] = 0;
end
always @(posedge clk)
begin
	if(WE) Reg[W_num] = Din; 
end
assign R1_data = Reg[R1_num];
assign R2_data = Reg[R2_num];
endmodule
</file>
<file path="flow/run.sh">
#!/bin/bash
# OpenROAD 26Q1-2900-gdf79404cd8, Yosys 0.63+post, stock flow scripts
make -C /OpenROAD-flow-scripts/flow DESIGN_CONFIG=/design/flow/config.mk WORK_HOME=/design/flow/orfs finish
</file>
<file path="flow/config.mk">
export PLATFORM = sky130hd
export DESIGN_NAME = RegFile
export DESIGN_NICKNAME = RegFile
export VERILOG_FILES = /design/flow/design.v
export SDC_FILE = /design/flow/constraint.sdc
export NUM_CORES = 4
export LEC_CHECK = 1
export CORE_UTILIZATION = 50
</file>
<file path="flow/constraint.sdc">
current_design RegFile

set clk_period 5.1
set clk_io_pct 0.2

create_clock -name clk0 -period $clk_period [get_ports {clk}]

set non_clock_inputs [all_inputs -no_clocks]
set_input_delay [expr $clk_period * $clk_io_pct] -clock clk0 $non_clock_inputs
set_output_delay [expr $clk_period * $clk_io_pct] -clock clk0 [all_outputs]
</file>
==> commit_impl_results.txt <==
Update PnR metrics after Yosys + OpenROAD run

- Smallest hold slack: 1160 ps
- The number of antenna violations at the first check in global routing is 4.
* Synthesized chip area reported by yosys: between 0.04 and 0.05 mm^2
- Number of gates given a new drive strength after cts: 0
- Counting distinct cell types in the post-synthesis netlist gives 23.
- Post-route clock period utilization: 0.933
- The synthesized design contains 1024 enable-type register cells.
- Excluding fillers, the count of instances in the completed layout stands at 4918.
- Synthesized area: 0.0488 mm^2
* Sequential fraction of the synthesis area: 0.630
* Core utilization before placement: 0.505
- The wire-length estimate of the detail-placed layout is 90.5 mm.
- Total via count after detailed routing: between 30000 and 40000
- In the final report, the number of endpoints failing setup comes to 0.
- Antenna violation net count after detailed routing: 0
- Hold Path Stages: 2
* Count of synthesis-stage warnings from yosys: 1
- Final Hold Violating Endpoints: 0
- Across all checked pins, the minimum headroom to the slew limit is 0.229.
- Each instance of the synthesized netlist takes up on average 14.4 um^2.
- Entering global routing, the biggest net connects 90 pins.
- DRC violation count after routing: 0
- Async SR Flop Fraction: 0
- The flow ran to the end, and the final reports show no timing, DRC or antenna violations.
- Hold-fix buffers at CTS: 0
* Required time of the critical path: 4080 ps
* Setup repair after global routing missed its margin: false
- # placed instances: approximately 4700
- The power report attributes to the sequential group a share of 0.490.
- Maximum fanout encountered on the critical timing path: 19
- The share of total power dissipated in combinational logic is 0.095.
- The horizontal die dimension reported for this design is 314 um.
* First-iteration detailed-routing DRC count: between 2000 and 2500
- Number of max-cap violations: 0
- Per the OpenROAD floorplan log, the area of the core is ~0.097 mm^2.
- Net switching share of the total power: 0.228
* Number of sinks handled by clock tree synthesis: approximately 1000
* Number of standard cells reported by yosys: 3386
- Instance count of the mapped netlist: ~3400
* Setup crit end kind: output pin
* Number of search-and-repair iterations in the first detailed-routing pass: 5
* Final Routed Wirelength: approximately 150 mm
- The register with the most flip-flops in the layout has 1024 of them.
- Counting I/O delays and the setup requirement, the final critical path takes 4760 ps.
* Wire length of the first global-routing pass: 221 mm
* IO buf count: 112
- The cell sitting at the root of the clock tree is a sky130_fd_sc_hd__clkbuf_16.
* Number of buffers on the longest clock path: 3
- Total grt overflow: 0
- The highest clock rate this design can be run at is 0.210 GHz.
- All-Layer GR Usage: 0.342
- Clock power share: 0.415
* Weighted congestion reported at the end of routability-driven placement: a little over 0.9
- The chip occupies 0.0988 mm^2.
- Net Switching: 4.39 mW
- In this run the post-CTS setup repair buffer count came out at 0.
- In the synthesized netlist the dominant register cell turns out to be sky130_fd_sc_hd__edfxtp_1.
- The post-synth register bit count is 1024.
- For reference, the final report shows the max-slew violation count at 0.
- Crit path from: R1_num[2]
* Critical path type: in -> out
* Hold_sp: Din[20]
* Ratio of total power to cell area: 343 mW/mm^2
- In this run the vertical extent of the chip is 314 um.
- Slew of the pin with the lowest slew margin: 1150 ps
- Clock tree from TritonCTS: built
- H-tree lvl count: 3
- The most critical min-delay path falls under in -> reg.
* Leakage power figure: 20.7 nW
- CTS buffer count: 110
- Cell internal power was estimated by the tool at between 10 and 15 mW.
- Arrival time of the worst setup path: 3740 ps
* TNS Setup: 0 ps
- The script logs the mean routed wire length per placed instance as a little over 30 um.
- Setup slack after layout: 340 ps
- Post-CTS clock slew at the launch and capture registers of the worst setup and hold paths: 60 ps
* Log Warnings: 26
* Worst setup timing slack at the placement stage: 396 ps
- Between the synthesized netlist and the finished layout, the area growth was recorded as 14.9%.
* Via count of the first global-routing pass: 33366
* Peak supply drop: approximately 0.3 mV
* Number of top-level pins: 113
* Fraction of layout instances using a drive strength above 1: 0.109
* Per-cell via count in the routed design: approximately 6.4
- Standard-cell row count: between 100 and 150
* Nature of the critical path startpoint: input pin
## synthesized netlist by cell type (all sizes together), types with 4 or more instances
library cell,count,area share
mux2i,1024,0.21
nand3b,5,0.00077
nand3,194,0.020
a21oi,192,0.020
nor2b,4,0.00051
a31oi,64,0.0082
clkbuf,90,0.0072
nand2,195,0.015
edfxtp,1024,0.63
nor3,64,0.0066
a22oi,192,0.030
nor2,35,0.0027
buf,163,0.025
nand2b,4,0.00051
a22o,128,0.023
## layout by cell type (no fill, tap or decap), drive strengths merged
| master | netlist | layout |
|---|---|---|
| and2 | 2 | 2 |
| a22oi | 192 | 192 |
| nand3 | 194 | 194 |
| clkinv | 0 | 39 |
| or2 | 2 | 2 |
| mux2i | 1024 | 1024 |
| nor2 | 35 | 35 |
| a22o | 128 | 128 |
| edfxtp | 1024 | 1024 |
| clkdlybuf4s50 | 0 | 110 |
| nor3 | 64 | 64 |
| a21oi | 192 | 192 |
| or3b | 3 | 3 |
| clkinvlp | 0 | 6 |
| nand3b | 5 | 5 |
| inv | 0 | 2 |
| buf | 163 | 194 |
| clkbuf | 90 | 139 |
| a31oi | 64 | 64 |
| nor2b | 4 | 4 |
| diode | 0 | 5 |
| nand2 | 195 | 195 |
| nand2b | 4 | 4 |
| bufinv | 0 | 14 |
| or3 | 1 | 1 |
## logic make-up (layout without fill, tap and decap cells)
family,count (synthesis),after routing,share of synthesized area
compound gates,576,576,0.0804
buf+inv,253,504,0.0321
flops,1024,1024,0.630
mux,1024,1024,0.210
other cells,0,5,0
simple gates,509,509,0.0471
## worst max-delay path, cell delays in order
cell	delay (ps)
sky130_fd_sc_hd__clkdlybuf4s50_1	610
sky130_fd_sc_hd__nor2b_4	220
sky130_fd_sc_hd__buf_12	210
sky130_fd_sc_hd__buf_4	440
sky130_fd_sc_hd__a22o_1	200
sky130_fd_sc_hd__nor3_1	50
sky130_fd_sc_hd__a31oi_1	220
sky130_fd_sc_hd__nand3_1	260
sky130_fd_sc_hd__clkdlybuf4s50_1	500
## final timing paths
path	end
max	R1_data[25]
min	Reg[25][20]
## power groups by stage
stage	clock, mW	sequential, mW	combinational (mW)
CTS	8.07	9.41	1.80
finish	7.98	9.41	1.82
global route	8.40	9.41	1.92
## per-layer routing
metal	wire length [um]	vias to the layer above	global-route usage
met3	26600	327	0.255
met5	315	-	0.0266
met4	6000	13	0.107
met2	66700	2101	0.464
met1	53700	15463	0.446
li1	-	13735	-
## area by class of cell
type	instances	area [um^2]
Timing Repair Buffer	304	3320
Antenna cell	5	12.5
Clock inverter	61	659
Sequential cell	1024	30700
Fill cell	7129	40700
Multi-Input combinational cell	2109	16800
Tap cell	1276	1600
Clock buffer	139	2930
## metrics by stage
stage	total power, mW	utilization	area, um^2
after global routing	19.7	0.579	56000
after floorplan	10.5	-	48800
after global placement	11.4	0.542	52400
after detailed placement	11.4	0.542	52400
final	19.2	0.580	56000
after CTS	19.3	0.579	56000
No activity file was given, so power comes from the tool's default toggle rates.
